--- flow/config.mk ---
export PLATFORM = sky130hd
export DESIGN_NAME = tic_tac_toe_game
export DESIGN_NICKNAME = tic_tac_toe_game
export VERILOG_FILES = /design/flow/design.v
export SDC_FILE = /design/flow/constraint.sdc
export NUM_CORES = 4
export LEC_CHECK = 1
export CORE_UTILIZATION = 40
--- flow/design.v ---
module fsm_controller(
     input clock, 
     input reset, 
     play,  
     pc, 
     illegal_move, 
     no_space,  
     win,  
     output reg computer_play,  
     player_play  
     );
parameter IDLE=2'b00;
parameter PLAYER=2'b01;
parameter COMPUTER=2'b10;
parameter GAME_DONE=2'b11;
reg[1:0] current_state, next_state;
always @(posedge clock or posedge reset) 
begin 
 if(reset)
  current_state <= IDLE;
 else 
  current_state <= next_state;
end 
always @(*)
 begin
 case(current_state)
 IDLE: begin 
  if(reset==1'b0 && play == 1'b1)
   next_state <= PLAYER;  
  else 
   next_state <= IDLE;
  player_play <= 1'b0;
  computer_play <= 1'b0;
 end 
 PLAYER:begin 
  player_play <= 1'b1;
  computer_play <= 1'b0;
  if(illegal_move==1'b0)
   next_state <= COMPUTER;  
  else 
   next_state <= IDLE;
 end 
 COMPUTER:begin 
  player_play <= 1'b0;
  if(pc==1'b0) begin 
   next_state <= COMPUTER;
   computer_play <= 1'b0;
  end
  else if(win==1'b0 && no_space == 1'b0)
  begin 
   next_state <= IDLE;
   computer_play <= 1'b1; 
  end 
  else if(no_space == 1 || win ==1'b1)
  begin 
   next_state <= GAME_DONE;  
   computer_play <= 1'b1; 
  end  
 end 
 GAME_DONE:begin  
  player_play <= 1'b0;
  computer_play <= 1'b0; 
  if(reset==1'b1) 
   next_state <= IDLE; 
  else 
   next_state <= GAME_DONE;  
 end 
 default: next_state <= IDLE; 
 endcase
 end
endmodule 
module illegal_move_detector(
   input [1:0] pos1,pos2,pos3,pos4,pos5,pos6,pos7,pos8,pos9, 
   input [8:0] PC_en, PL_en, 
   output wire illegal_move
   );
wire temp1,temp2,temp3,temp4,temp5,temp6,temp7,temp8,temp9;
wire temp11,temp12,temp13,temp14,temp15,temp16,temp17,temp18,temp19;
wire temp21,temp22;
assign temp1 = (pos1[1] | pos1[0]) & PL_en[0];
assign temp2 = (pos2[1] | pos2[0]) & PL_en[1];
assign temp3 = (pos3[1] | pos3[0]) & PL_en[2];
assign temp4 = (pos4[1] | pos4[0]) & PL_en[3];
assign temp5 = (pos5[1] | pos5[0]) & PL_en[4];
assign temp6 = (pos6[1] | pos6[0]) & PL_en[5];
assign temp7 = (pos7[1] | pos7[0]) & PL_en[6];
assign temp8 = (pos8[1] | pos8[0]) & PL_en[7];
assign temp9 = (pos9[1] | pos9[0]) & PL_en[8];
assign temp11 = (pos1[1] | pos1[0]) & PC_en[0];
assign temp12 = (pos2[1] | pos2[0]) & PC_en[1];
assign temp13 = (pos3[1] | pos3[0]) & PC_en[2];
assign temp14 = (pos4[1] | pos4[0]) & PC_en[3];
assign temp15 = (pos5[1] | pos5[0]) & PC_en[4];
assign temp16 = (pos6[1] | pos6[0]) & PC_en[5];
assign temp17 = (pos7[1] | pos7[0]) & PC_en[6];
assign temp18 = (pos8[1] | pos8[0]) & PC_en[7];
assign temp19 = (pos9[1] | pos9[0]) & PC_en[8];
assign temp21 =((((((((temp1 | temp2) | temp3) | temp4) | temp5) | temp6) | temp7) | temp8) | temp9);
assign temp22 =((((((((temp11 | temp12) | temp13) | temp14) | temp15) | temp16) | temp17) | temp18) | temp19);
assign illegal_move = temp21 | temp22 ;
endmodule 
module nospace_detector(
   input [1:0] pos1,pos2,pos3,pos4,pos5,pos6,pos7,pos8,pos9, 
   output wire no_space
    );
wire temp1,temp2,temp3,temp4,temp5,temp6,temp7,temp8,temp9;
assign temp1 = pos1[1] | pos1[0];
assign temp2 = pos2[1] | pos2[0];
assign temp3 = pos3[1] | pos3[0];
assign temp4 = pos4[1] | pos4[0];
assign temp5 = pos5[1] | pos5[0];
assign temp6 = pos6[1] | pos6[0];
assign temp7 = pos7[1] | pos7[0];
assign temp8 = pos8[1] | pos8[0];
assign temp9 = pos9[1] | pos9[0];
assign no_space =((((((((temp1 & temp2) & temp3) & temp4) & temp5) & temp6) & temp7) & temp8) & temp9);
endmodule 
module position_decoder(input[3:0] in, input enable, output wire [15:0] out_en);
 reg[15:0] temp1;
 assign out_en = (enable==1'b1)?temp1:16'd0;
 always @(*)
 begin
 case(in)
 4'd0: temp1 <= 16'b0000000000000001;
 4'd1: temp1 <= 16'b0000000000000010; 
 4'd2: temp1 <= 16'b0000000000000100;
 4'd3: temp1 <= 16'b0000000000001000;
 4'd4: temp1 <= 16'b0000000000010000;
 4'd5: temp1 <= 16'b0000000000100000;
 4'd6: temp1 <= 16'b0000000001000000;
 4'd7: temp1 <= 16'b0000000010000000;
 4'd8: temp1 <= 16'b0000000100000000;
 4'd9: temp1 <= 16'b0000001000000000;
 4'd10: temp1 <= 16'b0000010000000000;
 4'd11: temp1 <= 16'b0000100000000000;
 4'd12: temp1 <= 16'b0001000000000000;
 4'd13: temp1 <= 16'b0010000000000000;
 4'd14: temp1 <= 16'b0100000000000000;
 4'd15: temp1 <= 16'b1000000000000000;
 default: temp1 <= 16'b0000000000000001; 
 endcase 
end 
endmodule 
module position_registers(
      input clock,  
      input reset,  
      input illegal_move,  
      input [8:0] PC_en,  
      input [8:0] PL_en,  
      output reg[1:0] pos1,pos2,pos3,pos4,pos5,pos6,pos7,pos8,pos9 
      );
 always @(posedge clock or posedge reset)
 begin
  if(reset) 
   pos1 <= 2'b00;
  else begin
   if(illegal_move==1'b1)
    pos1 <= pos1; 
   else if(PC_en[0]==1'b1)
    pos1 <= 2'b10;  
   else if (PL_en[0]==1'b1)
    pos1 <= 2'b01; 
   else 
    pos1 <= pos1; 
  end 
 end 
 always @(posedge clock or posedge reset)
 begin
  if(reset) 
   pos2 <= 2'b00;
  else begin
   if(illegal_move==1'b1)
    pos2 <= pos2; 
   else if(PC_en[1]==1'b1)
    pos2 <= 2'b10;  
   else if (PL_en[1]==1'b1)
    pos2 <= 2'b01; 
   else 
    pos2 <= pos2; 
  end 
 end 
 always @(posedge clock or posedge reset)
 begin
  if(reset) 
   pos3 <= 2'b00;
  else begin
   if(illegal_move==1'b1)
    pos3 <= pos3; 
   else if(PC_en[2]==1'b1)
    pos3 <= 2'b10;  
   else if (PL_en[2]==1'b1)
    pos3 <= 2'b01; 
   else 
    pos3 <= pos3; 
  end 
 end  
 always @(posedge clock or posedge reset)
 begin
  if(reset) 
   pos4 <= 2'b00;
  else begin
   if(illegal_move==1'b1)
    pos4 <= pos4; 
   else if(PC_en[3]==1'b1)
    pos4 <= 2'b10;  
   else if (PL_en[3]==1'b1)
    pos4 <= 2'b01; 
   else 
    pos4 <= pos4; 
  end 
 end 
 always @(posedge clock or posedge reset)
 begin
  if(reset) 
   pos5 <= 2'b00;
  else begin
   if(illegal_move==1'b1)
    pos5 <= pos5; 
   else if(PC_en[4]==1'b1)
    pos5 <= 2'b10;  
   else if (PL_en[4]==1'b1)
    pos5 <= 2'b01; 
   else 
    pos5 <= pos5; 
  end 
 end 
 always @(posedge clock or posedge reset)
 begin
  if(reset) 
   pos6 <= 2'b00;
  else begin
   if(illegal_move==1'b1)
    pos6 <= pos6; 
   else if(PC_en[5]==1'b1)
    pos6 <= 2'b10;  
   else if (PL_en[5]==1'b1)
    pos6 <= 2'b01; 
   else 
    pos6 <= pos6; 
  end 
 end 
 always @(posedge clock or posedge reset)
 begin
  if(reset) 
   pos7 <= 2'b00;
  else begin
   if(illegal_move==1'b1)
    pos7 <= pos7; 
   else if(PC_en[6]==1'b1)
    pos7 <= 2'b10;  
   else if (PL_en[6]==1'b1)
    pos7 <= 2'b01; 
   else 
    pos7 <= pos7; 
  end 
 end 
 always @(posedge clock or posedge reset)
 begin
  if(reset) 
   pos8 <= 2'b00;
  else begin
   if(illegal_move==1'b1)
    pos8 <= pos8; 
   else if(PC_en[7]==1'b1)
    pos8 <= 2'b10;  
   else if (PL_en[7]==1'b1)
    pos8 <= 2'b01; 
   else 
    pos8 <= pos8; 
  end 
 end 
 always @(posedge clock or posedge reset)
 begin
  if(reset) 
   pos9 <= 2'b00;
  else begin
   if(illegal_move==1'b1)
    pos9 <= pos9; 
   else if(PC_en[8]==1'b1)
    pos9 <= 2'b10;  
   else if (PL_en[8]==1'b1)
    pos9 <= 2'b01; 
   else 
    pos9 <= pos9; 
  end 
 end  
endmodule 
module tic_tac_toe_game(
     input clock,  
     input reset,  
     input play,  
     input pc,  
     input [3:0] computer_position,player_position, 
     output wire [1:0] pos1,pos2,pos3,
     pos4,pos5,pos6,pos7,pos8,pos9,
     output wire[1:0]who 
     );
 wire [15:0] PC_en; 
 wire [15:0] PL_en;  
 wire illegal_move;  
 wire win;  
 wire computer_play;  
 wire player_play;  
 wire no_space;  
  position_registers position_reg_unit(
      clock,  
      reset,  
      illegal_move,  
      PC_en[8:0],  
      PL_en[8:0],  
      pos1,pos2,pos3,pos4,pos5,pos6,pos7,pos8,pos9 
      );
 winner_detector win_detect_unit(pos1,pos2,pos3,pos4,pos5,pos6,pos7,pos8,pos9,win,who);
 position_decoder pd1(computer_position,computer_play,PC_en);
 position_decoder pd2(player_position,player_play,PL_en); 
  illegal_move_detector imd_unit(
   pos1,pos2,pos3,pos4,pos5,pos6,pos7,pos8,pos9, 
   PC_en[8:0], PL_en[8:0], 
   illegal_move
   );
 nospace_detector nsd_unit(
   pos1,pos2,pos3,pos4,pos5,pos6,pos7,pos8,pos9, 
   no_space
    ); 
 fsm_controller tic_tac_toe_controller(
     clock, 
     reset, 
     play,  
     pc, 
     illegal_move, 
     no_space,  
     win,  
     computer_play,  
     player_play  
     );    
endmodule 
module winner_detect_3(input [1:0] pos0,pos1,pos2, output wire winner, output wire [1:0]who);
wire [1:0] temp0,temp1,temp2;
wire temp3;
assign temp0[1] = !(pos0[1]^pos1[1]);
assign temp0[0] = !(pos0[0]^pos1[0]);
assign temp1[1] = !(pos2[1]^pos1[1]);
assign temp1[0] = !(pos2[0]^pos1[0]);
assign temp2[1] = temp0[1] & temp1[1];
assign temp2[0] = temp0[0] & temp1[0];
assign temp3 = pos0[1] | pos0[0];
assign winner = temp3 & temp2[1] & temp2[0];
assign who[1] = winner & pos0[1];
assign who[0] = winner & pos0[0];
endmodule
module winner_detector(input [1:0] pos1,pos2,pos3,pos4,pos5,pos6,pos7,pos8,pos9, output wire winner, output wire [1:0]who);
wire win1,win2,win3,win4,win5,win6,win7,win8;
wire [1:0] who1,who2,who3,who4,who5,who6,who7,who8;
winner_detect_3 u1(pos1,pos2,pos3,win1,who1); 
winner_detect_3 u2(pos4,pos5,pos6,win2,who2); 
winner_detect_3 u3(pos7,pos8,pos9,win3,who3); 
winner_detect_3 u4(pos1,pos4,pos7,win4,who4); 
winner_detect_3 u5(pos2,pos5,pos8,win5,who5); 
winner_detect_3 u6(pos3,pos6,pos9,win6,who6); 
winner_detect_3 u7(pos1,pos5,pos9,win7,who7); 
winner_detect_3 u8(pos3,pos5,pos6,win8,who8); 
assign winner = (((((((win1 | win2) | win3) | win4) | win5) | win6) | win7) | win8);
assign who = (((((((who1 | who2) | who3) | who4) | who5) | who6) | who7) | who8);
endmodule 
--- flow/run.sh ---
#!/bin/bash
# OpenROAD 26Q1-2900-gdf79404cd8, Yosys 0.63+post, stock flow scripts
make -C /OpenROAD-flow-scripts/flow DESIGN_CONFIG=/design/flow/config.mk WORK_HOME=/design/flow/orfs finish
--- flow/constraint.sdc ---
current_design tic_tac_toe_game

set clk_period 3.7
set clk_io_pct 0.2

create_clock -name clk0 -period $clk_period [get_ports {clock}]

set non_clock_inputs [all_inputs -no_clocks]
set_input_delay [expr $clk_period * $clk_io_pct] -clock clk0 $non_clock_inputs
set_output_delay [expr $clk_period * $clk_io_pct] -clock clk0 [all_outputs]
==> impl_metrics.csv <==
group,metric,value,unit
critical_path,crit_path_start_kind,"flip-flop",
yosys,yosysTopAreaCellShare,30.5,%
job,drv_cap,0,
yosys,synth_simple_gate_area_share,33.4,%
sta,whs,0.648,ns
power,comb_power_share,29.6,%
clocking,htreeDepth,1,
final_layout,drive_gt1_share,7.58,%
global_route,antenna_found_initial,0,
yosys,common_cells,"dfrtp_1 (20), nor3_1 (14), nor2_1 (13)",
critical_path,critPathBufInv,1,
global_route,overflow,0,
worst_hold_path,hp-class,"reg -> reg",
placement,numPortBuffers,31,
job,warnings,25,
yosys,yosysMostFrequentCell,"dfrtp_1",
power,pwr-share-seq,43.0,%
yosys,xor_area_share,0,%
global_route,grt_usage,23.2,%
critical_path,critPathSlowestCell,"dfrtp_1",
die,fp-utilization,43.2,%
yosys,largest_area_cell,"dfrtp_1",
clocking,cts_tree,"yes",
global_route,grt_max_degree,23,
clocking,cts_buffers,3,
sta,finalSetupViolCount,0,
route,vias_per_cell,6.13,
sta,period_used_share,89.0,%
critical_path,required,2.96,ns
yosys,syn_area,1640,sq um
sta,rsz0062_at_grt,"false",
die,die_x,66.0,um
route,totalWireLength,4460,um
sta,unclocked_pins,3,
critical_path,cp_max_fo,10,
yosys,synthCells,189,
final_layout,design_area,2000,sq um
route,wl_per_cell,17.2,um
critical_path,critical_path_class,"reg -> out",
route,dr.pass1.iters,4,
route,vias,1588,
sta,final.setup_skew,0.0101,ns
yosys,mux_share,2.75,%
die,die_y,66.0,um
power,p_leak,0.867,nW
yosys,yosysChipArea,1640,sq um
yosys,ys_top_logic_family,"simple AND/OR/NAND/NOR gates",
critical_path,end_kind,"primary output",
yosys,synth_cell_types,54,
sta,fmax,304,MHz
power,ir_worst_vdd,0.000248,V
power,power,797,uW
route,drtIter0Drc,168,
yosys,compound_area_share,23.3,%
global_route,grt_pass1_vias,1437,
clocking,worstSkewPairLatency,0.26,ns
power,p_clk_share,27.4,%
die,num_rows,22,
final_layout,synthToLayoutAreaGrowth,21.7,%
sta,final-hold-violation-count,0,
final_layout,post-route-util,52.6,%
sta,period_needed,3.29,ns
sta,maxSlewViolCount,0,
placement,dp_hpwl,3260,um
clocking,postCtsSetupRepairBufs,0,
sta,tightest_slew,0.815,ns
yosys,synth_async_sr_flop_share,87.0,%
die,core_area,3800,sq um
power,switching_share,32.2,%
global_route,grt_pass1_wl,7510,um
route,drcViolationCount,0,
yosys,flop_cell,"dfrtp_1",
sta,setup_tns,0,ns
yosys,edf_count,0,
placement,dpl_cell_area,1930,sq um
yosys,ys_ff,23,
outcome,outcome,"finished, final reports clean",
sta,layout_setup_ws,0.406,ns
clocking,cts_buffer_depth,2,
route,route.antenna.remaining_nets,0,
clocking,cts-hold-fix-buffers,0,
final_layout,instances_no_fill,259,
yosys,yosysWarningCount,3,
critical_path,cp_top_family,"simple AND/OR/NAND/NOR gates",
critical_path,path_cells,"and3_1, o22ai_1, a21oi_1, or3_1, a221o_1, clkdlybuf4s50_1",
yosys,yosysCellCount,189,
route,diodes,0,
sta,slew_headroom,45.6,%
placement,gp_congestion,0.949,
placement,placed_cells,255,
power,p_int,540,uW
yosys,area_leaders,"dfrtp_1 (31%), nor3_1 (4.3%), and3_1 (4.2%), a41o_1 (3.1%), nor2_1 (3.0%)",
sta,untimed_endpoints,3,
critical_path,worstPathArrival,2.55,ns
clocking,clockRootBuffer,"clkbuf_8",
yosys,syn_area_per_cell,8.68,sq um
clocking,cts-resized-gates,0,
placement,pre_cts_ws,0.307,ns
critical_path,critical-path-max-stage-delay,0.53,ns
die,ioPinCount,32,
yosys,synthAdderAreaFrac,0,%
clocking,clk_pin_slew_worst_paths,0.08,ns
power,p_sw,257,uW
die,die_area,4360,sq um
power,p_per_area,399,nW/um^2
cell families (layout without fill, tap and decap cells):
group	Yosys count	in the layout
buffers and inverters	21	41
muxes	2	2
latches	3	3
DFF	20	20
other	1	3
and+or+nand+nor	93	93
AOI/OAI and AO/OA	49	49
cells in the final DEF, fill, tap and decap left out, types with 3 or more instances in the layout:
cell type,n
nor2b_1,6
dfrtp_1,20
or3_1,4
a31oi_1,5
inv_1,6
clkbuf_8,3
and3_1,11
a41o_1,5
nor3_1,14
conb_1,3
nand2_1,11
nor2_1,13
a41oi_1,4
dlxtn_1,3
clkdlybuf4s50_1,31
nand3_1,9
o21bai_1,4
a21oi_1,4
nand2b_1,4
o21ai_0,6
registers in the layout, indices dropped and copies added, names as in the netlist:
name and cells:
position_reg_unit.pos1 2, position_reg_unit.pos2 2, position_reg_unit.pos3 2, position_reg_unit.pos4 2, position_reg_unit.pos5 2, position_reg_unit.pos6 2
position_reg_unit.pos7 2, position_reg_unit.pos8 2, position_reg_unit.pos9 2, tic_tac_toe_controller.computer_play 1, tic_tac_toe_controller.current_state 2, tic_tac_toe_controller.next_state 2
worst paths after layout:
kind | startpoint | slack [ns] | depth (start not counted) | to
worst min register to register | position_reg_unit.pos2[0]$_DFFE_PP0P_ | 0.65 | 2 | position_reg_unit.pos2[0]$_DFFE_PP0P_
worst max register to register | tic_tac_toe_controller.current_state[0]$_DFF_PP0_ | 1.01 | 10 | tic_tac_toe_controller.current_state[1]$_DFF_PP0_
min in group asynchronous | reset | 0.96 | 2 | tic_tac_toe_controller.current_state[0]$_DFF_PP0_
worst max-delay path | position_reg_unit.pos1[0]$_DFFE_PP0P_ | 0.41 | 6 | who[0]
max in group asynchronous | reset | 2.22 | 2 | position_reg_unit.pos8[0]$_DFFE_PP0P_
worst min-delay path | position_reg_unit.pos2[0]$_DFFE_PP0P_ | 0.65 | 2 | position_reg_unit.pos2[0]$_DFFE_PP0P_
worst min-delay path, delay by kind of cell (launching register included):
family,cells,cell delay [ns]
AOI/OAI and AO/OA,1,0.06
buffers and inverters,1,0.08
DFF,1,0.47
power groups by stage:
stage / registers (mW) / clock network [mW] / logic (mW)
4_1_cts: 0.340 / 0.220 / 0.236
5_1_grt: 0.351 / 0.233 / 0.264
6_report: 0.343 / 0.218 / 0.236
per-layer routing:
metal	GRT usage [%]	share of wire, %	up-vias
met5	0	0	-
met4	3.99	1.7	0
met3	2.80	8.3	8
met2	34.6	44	79
met1	37.5	46	747
li1	-	-	754
layout make-up:
class / count / area, sq um
Tap cell: 48 / 60.1
Inverter: 6 / 22.5
Clock inverter: 1 / 30.0
Fill cell: 338 / 1800
Sequential cell: 23 / 546
Clock buffer: 3 / 41.3
Multi-Input combinational cell: 147 / 987
Timing Repair Buffer: 31 / 310
No activity file was given, so power comes from the tool's default toggle rates.
